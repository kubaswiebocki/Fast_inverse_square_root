### flow/design.v
`timescale 1 ns / 1 ps
	module fisr_stream_acc_v1_0 #
	(
		parameter integer C_S00_AXIS_TDATA_WIDTH	= 32,
		parameter integer C_M00_AXIS_TDATA_WIDTH	= 32,
		parameter integer C_M00_AXIS_START_COUNT	= 32
	)
	(
		input wire  s00_axis_aclk,
		input wire  s00_axis_aresetn,
		output wire  s00_axis_tready,
		input wire [C_S00_AXIS_TDATA_WIDTH-1 : 0] s00_axis_tdata,
		input wire [(C_S00_AXIS_TDATA_WIDTH/8)-1 : 0] s00_axis_tstrb,
		input wire  s00_axis_tlast,
		input wire  s00_axis_tvalid,
		input wire  m00_axis_aclk,
		input wire  m00_axis_aresetn,
		output wire  m00_axis_tvalid,
		output wire [C_M00_AXIS_TDATA_WIDTH-1 : 0] m00_axis_tdata,
		output wire [(C_M00_AXIS_TDATA_WIDTH/8)-1 : 0] m00_axis_tstrb,
		output wire  m00_axis_tlast,
		input wire  m00_axis_tready
	);
    wire rst;
    assign rst = ~ s00_axis_aresetn;
    assign s00_axis_tready = m00_axis_tready; 
    assign m00_axis_tlast = s00_axis_tlast; 
    InvertSQRoot InvertSQRoot_inst( s00_axis_aclk,           
                                    rst,                     
                                    s00_axis_tvalid,         
                                    s00_axis_tdata[31:0],    
                                    m00_axis_tdata[31:0],   
                                    m00_axis_tvalid          
                                  ); 
	endmodule
`timescale 1ns / 1ps
module Init_InvSQRoot(
    input wire [31:0] DataIn,
    input wire clk,
    input wire rst,
    input wire ce,
    output reg [31:0] DataOut,
    output reg [31:0] Half_DataIN,
    output reg ce_out = 1'b1
    );
reg [31:0] Half_DataIN_nxt;
reg [31:0] DataOut_nxt;
reg ce_out_nxt = 1'b1;
localparam  MAGIC = 32'h5f3759df;
always@ (posedge clk) begin
    if(rst) begin
        DataOut <= 0;
        Half_DataIN <= 0;
        ce_out <= 1;
        ce_out_nxt <= 1;
        end
    else if(!ce_out) begin
        DataOut <= DataOut_nxt;
        Half_DataIN <= Half_DataIN_nxt;
        ce_out <= ce;
        end
    else begin
        DataOut <= DataOut_nxt;
        Half_DataIN <= Half_DataIN_nxt;
        ce_out <= ce;
        end
    end
always@* begin
    Half_DataIN_nxt = {1'b0, DataIn[30:23] - 8'b0000_0001, DataIn[22:0]};  
    DataOut_nxt = MAGIC - (DataIn >> 1);  
end
endmodule
`timescale 1ns / 1ps
module InvertSQRoot(
    input wire clk,
    input wire rst,
    input wire ce,
    input wire [31:0] DataIn,
    output reg [31:0] DataOut,
    output reg DataValid
    );
wire [31:0] InitData, Half_DataIN, Data_result;
wire Valid, ce_1;
Init_InvSQRoot Init_InvSQRoot(
    .clk(clk),
    .rst(rst),
    .ce(ce),
    .DataIn(DataIn),
    .DataOut(InitData),
    .Half_DataIN(Half_DataIN),
    .ce_out(ce_1)
    );
NewtonApprox NewtonApprox_1(
    .clk(clk),
    .rst(rst),
    .ce(ce_1),
    .Data_in1(InitData),
    .Data_in2(Half_DataIN),
    .Data_out(Data_result),
    .Valid(Valid)
    );
always@ (posedge clk) begin
    if(rst) begin
        end
    else if(!Valid) begin
        DataOut <= DataOut;
        DataValid <= Valid;
        end
    else begin
        DataOut  <= Data_result;
        DataValid <= Valid;
        end
    end
endmodule
`timescale 1ns / 1ps
module Multiplication(
    input wire clk,
    input wire rst,
    input wire ce,
    input wire [31:0] Number_1,
    input wire [31:0] Number_2,
    output reg [31:0] Product,
    output reg [31:0] Init_data,
    output reg Valid,
    output reg ce_out
);
reg [47:0] M_Square, M_Square_nxt;
reg [31:0] Product_nxt, Init_temp;
reg [7:0]  E_Square, E_Square_nxt;
reg ce_out_nxt;
localparam Sign = 1'b0;
always@ (posedge clk) begin
    if(rst) begin
        Product <= 0;
        end
    else if(!ce_out) begin
        Product  <= Product_nxt;
        E_Square <= E_Square_nxt;
        M_Square <= M_Square_nxt;
        Init_temp <= Number_1;
        Init_data <= Init_temp;
        ce_out_nxt <= ce;
        ce_out <= ce_out_nxt;
        end
    else begin
        Product  <= Product_nxt;
        E_Square <= E_Square_nxt;
        M_Square <= M_Square_nxt;
        Init_temp <= Number_1;
        Init_data <= Init_temp;
        ce_out_nxt <= ce;
        ce_out <= ce_out_nxt;
        end
    end
always@* begin 
    E_Square_nxt = Number_1[30:23] + Number_2[30:23] - 127;             
    M_Square_nxt = ( {1'b1, Number_1[22:0]} * {1'b1, Number_2[22:0]} ); 
    Product_nxt = {Sign, E_Square + M_Square[47], ( M_Square[47] ? M_Square[46:24] : M_Square[45:23] )};     
    if(Product && ce_out) Valid = 1'b1;
    else Valid = 1'b0;
end
endmodule
`timescale 1ns / 1ps
module NewtonApprox(
    input wire clk,
    input wire rst,
    input wire ce,
    input wire [31:0] Data_in1,
    input wire [31:0] Data_in2,
    output wire [31:0] Data_out,
    output wire Valid
    );
wire [31:0] InitData_1, InitData_2, InitData_3, Data_mul_square, Data_mul_by_1_5, Data_sub, Data_result;
wire ce_1, ce_2, ce_3;
Multiplication Multiplication_x2_y(
    .clk(clk),
    .rst(rst),
    .ce(ce),
    .Number_1(Data_in1),
    .Number_2(Data_in2),
    .Product(Data_mul_by_1_5),
    .Init_data(InitData_1),
    .Valid(),
    .ce_out(ce_1)
    );
Multiplication Multiplication_x2y_y(
    .clk(clk),
    .rst(rst),
    .ce(ce_1),
    .Number_1(InitData_1),
    .Number_2(Data_mul_by_1_5),
    .Product(Data_mul_square),
    .Init_data(InitData_2),
    .Valid(),
    .ce_out(ce_2)
    );
Substraction Substraction(
    .clk(clk),
    .rst(rst),
    .ce(ce_2),
    .NumB(Data_mul_square),
    .Init(InitData_2),
    .NumOut(Data_sub),
    .Init_data(InitData_3),
    .ce_out(ce_3)
    );
Multiplication Multiplication_y_by_rest(
    .clk(clk),
    .rst(rst),
    .ce(ce_3),
    .Number_1(InitData_3),
    .Number_2(Data_sub),
    .Product(Data_result),
    .Init_data(),
    .Valid(Valid),
    .ce_out()
    );
assign Data_out = Data_result;
endmodule
`timescale 1ns / 1ps
module Substraction(
    input wire clk,
    input wire rst,
    input wire ce,
    input wire [31:0] NumB,
    input wire [31:0] Init,
    output reg [31:0] NumOut,
    output reg [31:0] Init_data,
    output reg ce_out
);
reg [31:0] NumOut_nxt, Init_temp, Init_temp1;
reg [23:0] Sub_mantissa, Sub_mantissa_nxt, M_Norm, M_Norm_nxt;
reg [7:0]  E_Norm, E_Norm_nxt;
reg ce_nxt, ce_out_nxt;
localparam OneAndHalf = {1'b0, 8'b01111111, 23'b10000000000000000000000};
localparam E_max = 8'b01111111;
localparam Sign = 1'b0;
always@ (posedge clk) begin
    if(rst) begin
        NumOut <= 0;
        end
    else if(!ce_out) begin
        NumOut <= NumOut_nxt;
        Sub_mantissa <= Sub_mantissa_nxt;
        M_Norm <= M_Norm_nxt;
        E_Norm <= E_Norm_nxt;
        Init_temp  <= Init;
        Init_temp1 <= Init_temp;
        Init_data  <= Init_temp1;
        ce_nxt <= ce;
        ce_out_nxt <= ce_nxt;
        ce_out <= ce_out_nxt;
        end
    else begin
        NumOut <= NumOut_nxt;
        Sub_mantissa <= Sub_mantissa_nxt;
        M_Norm <= M_Norm_nxt;
        E_Norm <= E_Norm_nxt;
        Init_temp  <= Init;
        Init_temp1 <= Init_temp;
        Init_data  <= Init_temp1;
        ce_nxt <= ce;
        ce_out_nxt <= ce_nxt;
        ce_out <= ce_out_nxt;
        end
    end
always@* begin
    Sub_mantissa_nxt = ( {1'b1, OneAndHalf[22:0]} ) - ( {1'b1, NumB[22:0]} >> (OneAndHalf[30:23] - NumB[30:23]) );  
    if(Sub_mantissa[23] == 1) begin
        M_Norm_nxt = Sub_mantissa << 1;
        E_Norm_nxt = E_max - 0;
        end
    else if (Sub_mantissa[22] == 1) begin
        M_Norm_nxt = Sub_mantissa << 2;
        E_Norm_nxt = E_max - 1;
        end
    else if (Sub_mantissa[21] == 1) begin
        M_Norm_nxt = Sub_mantissa << 3;
        E_Norm_nxt = E_max - 2;
        end
    else if (Sub_mantissa[20] == 1) begin
        M_Norm_nxt = Sub_mantissa << 4;
        E_Norm_nxt = E_max - 3;
        end
    else if (Sub_mantissa[19] == 1) begin
        M_Norm_nxt = Sub_mantissa << 5;
        E_Norm_nxt = E_max - 4;
        end
    else if (Sub_mantissa[18] == 1) begin
        M_Norm_nxt = Sub_mantissa << 6;
        E_Norm_nxt = E_max - 5;
        end
    else if (Sub_mantissa[17] == 1) begin
        M_Norm_nxt = Sub_mantissa << 7;
        E_Norm_nxt = E_max - 6;
        end
    else if (Sub_mantissa[16] == 1) begin
        M_Norm_nxt = Sub_mantissa << 8;
        E_Norm_nxt = E_max - 7;
        end
    else if (Sub_mantissa[15] == 1) begin
        M_Norm_nxt = Sub_mantissa << 9;
        E_Norm_nxt = E_max - 8;
        end
    else if (Sub_mantissa[14] == 1) begin
        M_Norm_nxt = Sub_mantissa << 10;
        E_Norm_nxt = E_max - 9;
        end
    else if (Sub_mantissa[13] == 1) begin
        M_Norm_nxt = Sub_mantissa << 11;
        E_Norm_nxt = E_max - 10;
        end
    else if (Sub_mantissa[12] == 1) begin
        M_Norm_nxt = Sub_mantissa << 12;
        E_Norm_nxt = E_max - 11;
        end
    else if (Sub_mantissa[11] == 1) begin
        M_Norm_nxt = Sub_mantissa << 13;
        E_Norm_nxt = E_max - 12;
        end
    else if (Sub_mantissa[10] == 1) begin
        M_Norm_nxt = Sub_mantissa << 14;
        E_Norm_nxt = E_max - 13;
        end
    else if (Sub_mantissa[9] == 1) begin
        M_Norm_nxt = Sub_mantissa << 15;
        E_Norm_nxt = E_max - 14;
        end
    else if (Sub_mantissa[8] == 1) begin
        M_Norm_nxt = Sub_mantissa << 16;
        E_Norm_nxt = E_max - 15;
        end
    else if (Sub_mantissa[7] == 1) begin
        M_Norm_nxt = Sub_mantissa << 17;
        E_Norm_nxt = E_max - 16;
        end
    else if (Sub_mantissa[6] == 1) begin
        M_Norm_nxt = Sub_mantissa << 18;
        E_Norm_nxt = E_max - 17;
        end
    else if (Sub_mantissa[5] == 1) begin
        M_Norm_nxt = Sub_mantissa << 19;
        E_Norm_nxt = E_max - 18;
        end
    else if (Sub_mantissa[4] == 1) begin
        M_Norm_nxt = Sub_mantissa << 20;
        E_Norm_nxt = E_max - 19;
        end
    else if (Sub_mantissa[3] == 1) begin
        M_Norm_nxt = Sub_mantissa << 21;
        E_Norm_nxt = E_max - 20;
        end
    else if (Sub_mantissa[2] == 1) begin
        M_Norm_nxt = Sub_mantissa << 22;
        E_Norm_nxt = E_max - 21;
        end
    else if (Sub_mantissa[1] == 1) begin
        M_Norm_nxt = Sub_mantissa << 23;
        E_Norm_nxt = E_max - 22;
        end
    else begin
        M_Norm_nxt = Sub_mantissa << 24;
        E_Norm_nxt = E_max - 23;
        end
    NumOut_nxt = {Sign, E_Norm, M_Norm[23:1]};
    end
endmodule
### flow/run.sh
#!/bin/bash
# OpenROAD 26Q1-2900-gdf79404cd8, Yosys 0.63+post, stock flow scripts
make -C /OpenROAD-flow-scripts/flow DESIGN_CONFIG=/design/flow/config.mk WORK_HOME=/design/flow/orfs finish
### flow/config.mk
export PLATFORM = sky130hd
export DESIGN_NAME = fisr_stream_acc_v1_0
export DESIGN_NICKNAME = fisr_stream_acc_v1_0
export VERILOG_FILES = /design/flow/design.v
export SDC_FILE = /design/flow/constraint.sdc
export NUM_CORES = 4
export LEC_CHECK = 1
export CORE_UTILIZATION = 40
### flow/constraint.sdc
current_design fisr_stream_acc_v1_0

set clk_period 11.6
set clk_io_pct 0.2

create_clock -name clk0 -period $clk_period [get_ports {s00_axis_aclk}]

set non_clock_inputs [all_inputs -no_clocks]
set_input_delay [expr $clk_period * $clk_io_pct] -clock clk0 $non_clock_inputs
set_output_delay [expr $clk_period * $clk_io_pct] -clock clk0 [all_outputs]
==> impl_metrics.env <==
# implementation run metrics
export IMPL_clk_pin_slew_ns=0.07
export IMPL_slew_violations=0
export IMPL_routed_via_count=50900
export IMPL_io_pin_count=82
export IMPL_tritoncts_num_buffers=60
export IMPL_detail_route_vias_per_cell=4.90
export IMPL_finalWirelength_um=183000
export IMPL_drc_errors=0
export IMPL_overflow=0
export IMPL_end_kind="flop"
export IMPL_critical_path_depth=25
export IMPL_async_flop_share_pct=0
export IMPL_synthXorXnorAreaFrac_pct=1.70
export IMPL_detail_route_antenna_nets=0
export IMPL_clock_skew_ns=0.0760
export IMPL_critPathTopFamily="adder cells"
export IMPL_timing_critical_path_slowest_stage_cell="sky130_fd_sc_hd__o41ai_1"
export IMPL_gp_routability_congestion=0.923
export IMPL_post_route_min_period_ns=8.29
export IMPL_ys_types=85
export IMPL_critical_setup_path_kind="reg -> reg"
export IMPL_layout_top_cells_excl_fill_tap="sky130_fd_sc_hd__inv_1 (1787), sky130_fd_sc_hd__fa_1 (1446), sky130_fd_sc_hd__nand2_1 (906)"
export IMPL_setup_viol_count_final=0
export IMPL_cts_hold_repair_buffers=0
export IMPL_ys_flops=593
export IMPL_timing_critical_path_buf_inv=6
export IMPL_mostFrequentLayoutCell="sky130_fd_sc_hd__inv_1"
export IMPL_ys_chip_area_um2=77900
export IMPL_numPortBuffers=66
export IMPL_worst_path_largest_cell_delay_ns=0.70
export IMPL_achievable_frequency_mhz=121
export IMPL_worst_endpoint_arrival_ns=8.71
export IMPL_cts_sinks=593
export IMPL_ctsHtreeMaxLevel=2
export IMPL_worst_r2r_cell_count=25
export IMPL_clock_latency_late_pin_ns=0.70
export IMPL_drt_pass1_iterations=7
export IMPL_core_area_um2=193000
export IMPL_rsz_0062_raised_after_global_routing="false"
export IMPL_critical_path_top_cell_by_count="sky130_fd_sc_hd__fa_1"
export IMPL_clock_path_buffers=3
export IMPL_portion_of_the_clock_cycle_consumed_by_the_worst_path_in_the_final_layout_pct=71.4
export IMPL_initial_drc_count=2095
export IMPL_cts_tree="done"
export IMPL_die_height_um=443
export IMPL_warnings=43
export IMPL_largest_net_degree_at_the_start_of_global_routing=135
export IMPL_worstPathMaxFanout=40
export IMPL_ys_seq_share_pct=20.5
export IMPL_final_design_area_no_fill_um2=83400
export IMPL_layout_area_overhead_vs_synth_pct=7.14
export IMPL_cts_resized=0
export IMPL_dpl_instance_area_um2=81500
export IMPL_drive_above_1_share_pct=3.86
export IMPL_cts_root_buf="sky130_fd_sc_hd__clkbuf_16"
export IMPL_drv_max_cap_violation_count=0
export IMPL_finalHoldViolCount=0
export IMPL_synth_area_in_compound_gates_pct=4.81
export IMPL_hold_path_cell_count=0
export IMPL_pre_cts_ws_ns=3.35
export IMPL_wl_per_cell_um=17.6
export IMPL_post_synth_instance_area_um2=77900
export IMPL_syn_avg_cell_area_um2=9.85
export IMPL_synth_adder_area_share_pct=46.0
export IMPL_grt_antenna_before_repair=2
export IMPL_critPathLaunchType="flop"
export IMPL_first_global_vias=55600
export IMPL_chipWidth_um=443
export IMPL_mux_area_share_pct=1.76
export IMPL_synth_cellmix_simpleShare_pct=14.6
export IMPL_fp_dieArea_um2=196000
export IMPL_hp_class="reg -> reg"
export IMPL_floorplanUtilization_pct=40.4
export IMPL_netlist_instances=7910
export IMPL_yosysWarnings=8
export IMPL_place_detailed_hpwl_um=132000
export IMPL_worst_path_setup_slack_after_routing_ns=3.31
export IMPL_edf_count=409
export IMPL_max_slew_margin_rel_pct=41.1
export IMPL_globalRouteTotalUtil_pct=20.8
export IMPL_timing_rr_start="InvertSQRoot_inst.Init_InvSQRoot.Half_DataIN[6]$_SDFF_PN0_"
export IMPL_critPathLaunch="InvertSQRoot_inst.Init_InvSQRoot.Half_DataIN[6]$_SDFF_PN0_"
export IMPL_status="completed"
export IMPL_rrSetupSlack_ns=3.31
export IMPL_synth_cells_yosys=7910
export IMPL_main_logic_family="adder cells"
export IMPL_timing_setup_tns_ns=0
export IMPL_tightest_slew_ns=0.878
export IMPL_required_ns=12.02
export IMPL_grt_first_pass_wirelength_um=301000
export IMPL_std_cell_rows=161
export IMPL_cts_setup_buffers=0
export IMPL_flop_cell="sky130_fd_sc_hd__edfxtp_1"
## synth_stat cells, types with 6 or more instances
library cell	instances	area share, %
sky130_fd_sc_hd__a2111oi_0	6	0.067
sky130_fd_sc_hd__edfxtp_1	409	16
sky130_fd_sc_hd__nor2b_1	97	0.78
sky130_fd_sc_hd__nand4_1	22	0.18
sky130_fd_sc_hd__and3_1	31	0.25
sky130_fd_sc_hd__a21o_1	60	0.58
sky130_fd_sc_hd__nor2_1	230	1.1
sky130_fd_sc_hd__mux2i_1	95	1.2
sky130_fd_sc_hd__a311oi_1	9	0.10
sky130_fd_sc_hd__a21boi_0	8	0.077
sky130_fd_sc_hd__o311ai_0	8	0.090
sky130_fd_sc_hd__and2_1	836	6.7
sky130_fd_sc_hd__dfxtp_1	184	4.7
sky130_fd_sc_hd__buf_4	7	0.067
sky130_fd_sc_hd__buf_2	7	0.045
sky130_fd_sc_hd__nor3_1	39	0.25
sky130_fd_sc_hd__buf_1	21	0.10
sky130_fd_sc_hd__mux4_2	15	0.43
sky130_fd_sc_hd__ha_1	549	8.8
sky130_fd_sc_hd__xnor2_1	95	1.1
sky130_fd_sc_hd__nand3_1	51	0.33
sky130_fd_sc_hd__clkinv_1	15	0.072
sky130_fd_sc_hd__o31ai_1	14	0.13
sky130_fd_sc_hd__o21a_1	20	0.19
sky130_fd_sc_hd__o211ai_1	13	0.13
sky130_fd_sc_hd__o21bai_1	12	0.12
sky130_fd_sc_hd__xor2_1	56	0.63
sky130_fd_sc_hd__nand2_1	906	4.4
sky130_fd_sc_hd__nand2b_1	19	0.15
sky130_fd_sc_hd__a31oi_1	15	0.12
sky130_fd_sc_hd__a211oi_1	51	0.49
sky130_fd_sc_hd__a21oi_1	191	1.2
sky130_fd_sc_hd__clkbuf_1	362	1.7
sky130_fd_sc_hd__inv_1	1787	8.6
sky130_fd_sc_hd__o21ai_0	99	0.64
sky130_fd_sc_hd__nor4_1	11	0.088
sky130_fd_sc_hd__a221oi_1	11	0.12
sky130_fd_sc_hd__fa_1	1446	37
## worst reg2reg max path, stage by stage (launching register included)
cell                       delay, ns
sky130_fd_sc_hd__dfxtp_1        0.30
sky130_fd_sc_hd__buf_4          0.47
sky130_fd_sc_hd__clkinv_1       0.57
sky130_fd_sc_hd__nor2_1         0.38
sky130_fd_sc_hd__fa_1           0.47
sky130_fd_sc_hd__fa_1           0.51
sky130_fd_sc_hd__ha_1           0.15
sky130_fd_sc_hd__inv_1          0.05
sky130_fd_sc_hd__fa_1           0.48
sky130_fd_sc_hd__inv_1          0.06
sky130_fd_sc_hd__fa_1           0.53
sky130_fd_sc_hd__fa_1           0.51
sky130_fd_sc_hd__inv_1          0.05
sky130_fd_sc_hd__fa_1           0.49
sky130_fd_sc_hd__inv_1          0.04
sky130_fd_sc_hd__ha_1           0.32
sky130_fd_sc_hd__a211oi_1       0.10
sky130_fd_sc_hd__nand3_1        0.14
sky130_fd_sc_hd__or4b_2         0.59
sky130_fd_sc_hd__a31oi_1        0.19
sky130_fd_sc_hd__and2_1         0.37
sky130_fd_sc_hd__a211oi_1       0.21
sky130_fd_sc_hd__o41ai_1        0.70
sky130_fd_sc_hd__a21o_1         0.21
sky130_fd_sc_hd__a21oi_1        0.07
sky130_fd_sc_hd__xnor2_1        0.12
## routing by layer
layer	routed length, um	GRT usage (%)
met1	71600	27.8
met2	87000	32.8
met3	19600	9.25
met4	4780	4.27
met5	34	0
## final cells by class
class,count,area [um2]
antenna,2,5.00
clock buffer,77,1610
clock inverter,36,320
fill,18000,110000
inverter,1802,6760
multi-input combinational,5120,53600
sequential,593,16000
tap,2526,3160
timing repair buffer,241,2000
## cells by family after synthesis
kind of cell,after synthesis
simple gates,2274
buf+inv,2201
fa+ha+maj,1995
flops,593
compound gates,578
xor+xnor,151
mux,117
other cells,1
## metrics by stage
step	cells	hold slack [ns]	util, %
floorplan	7914	0.386	-
CTS	10400	0.330	43.2
global placement	10300	0.399	42.2
global route	10400	0.341	43.2
finish	10400	0.348	43.2
detailed placement	10300	0.405	42.2
## worst min path at each step
stage / startpoint / to
CTS: flop / flop
global route: flop / flop
finish: flop / flop
