==> flow/design.v <==
`timescale 1 ns / 1 ps
	module fisr_stream_acc_v1_0_S00_AXIS #
	(
		parameter integer C_S_AXIS_TDATA_WIDTH	= 32
	)
	(
		input wire  S_AXIS_ACLK,
		input wire  S_AXIS_ARESETN,
		output wire  S_AXIS_TREADY,
		input wire [C_S_AXIS_TDATA_WIDTH-1 : 0] S_AXIS_TDATA,
		input wire [(C_S_AXIS_TDATA_WIDTH/8)-1 : 0] S_AXIS_TSTRB,
		input wire  S_AXIS_TLAST,
		input wire  S_AXIS_TVALID
	);
	function integer clogb2 (input integer bit_depth);
	  begin
	    for(clogb2=0; bit_depth>0; clogb2=clogb2+1)
	      bit_depth = bit_depth >> 1;
	  end
	endfunction
	localparam NUMBER_OF_INPUT_WORDS  = 8;
	localparam bit_num  = clogb2(NUMBER_OF_INPUT_WORDS-1);
	parameter [1:0] IDLE = 1'b0,         
	                WRITE_FIFO  = 1'b1;  
	wire  	axis_tready;
	reg mst_exec_state;  
	genvar byte_index;     
	wire fifo_wren;
	reg fifo_full_flag;
	reg [bit_num-1:0] write_pointer;
	  reg writes_done;
	assign S_AXIS_TREADY	= axis_tready;
	always @(posedge S_AXIS_ACLK) 
	begin  
	  if (!S_AXIS_ARESETN) 
	    begin
	      mst_exec_state <= IDLE;
	    end  
	  else
	    case (mst_exec_state)
	      IDLE: 
	          if (S_AXIS_TVALID)
	            begin
	              mst_exec_state <= WRITE_FIFO;
	            end
	          else
	            begin
	              mst_exec_state <= IDLE;
	            end
	      WRITE_FIFO: 
	        if (writes_done)
	          begin
	            mst_exec_state <= IDLE;
	          end
	        else
	          begin
	            mst_exec_state <= WRITE_FIFO;
	          end
	    endcase
	end
	assign axis_tready = ((mst_exec_state == WRITE_FIFO) && (write_pointer <= NUMBER_OF_INPUT_WORDS-1));
	always@(posedge S_AXIS_ACLK)
	begin
	  if(!S_AXIS_ARESETN)
	    begin
	      write_pointer <= 0;
	      writes_done <= 1'b0;
	    end  
	  else
	    if (write_pointer <= NUMBER_OF_INPUT_WORDS-1)
	      begin
	        if (fifo_wren)
	          begin
	            write_pointer <= write_pointer + 1;
	            writes_done <= 1'b0;
	          end
	          if ((write_pointer == NUMBER_OF_INPUT_WORDS-1)|| S_AXIS_TLAST)
	            begin
	              writes_done <= 1'b1;
	            end
	      end  
	end
	assign fifo_wren = S_AXIS_TVALID && axis_tready;
	generate 
	  for(byte_index=0; byte_index<= (C_S_AXIS_TDATA_WIDTH/8-1); byte_index=byte_index+1)
	  begin:FIFO_GEN
	    reg  [(C_S_AXIS_TDATA_WIDTH/4)-1:0] stream_data_fifo [0 : NUMBER_OF_INPUT_WORDS-1];
	    always @( posedge S_AXIS_ACLK )
	    begin
	      if (fifo_wren) 
	        begin
	          stream_data_fifo[write_pointer] <= S_AXIS_TDATA[(byte_index*8+7) -: 8];
	        end  
	    end  
	  end		
	endgenerate
	endmodule
==> flow/run.sh <==
#!/bin/bash
# OpenROAD 26Q1-2900-gdf79404cd8, Yosys 0.63+post, stock flow scripts
make -C /OpenROAD-flow-scripts/flow DESIGN_CONFIG=/design/flow/config.mk WORK_HOME=/design/flow/orfs finish
==> flow/config.mk <==
export PLATFORM = sky130hd
export DESIGN_NAME = fisr_stream_acc_v1_0_S00_AXIS
export DESIGN_NICKNAME = fisr_stream_acc_v1_0_S00_AXIS
export VERILOG_FILES = /design/flow/design.v
export SDC_FILE = /design/flow/constraint.sdc
export NUM_CORES = 4
export LEC_CHECK = 1
export CORE_AREA = 10 10 70 70
export DIE_AREA = 0 0 80 80
==> flow/constraint.sdc <==
current_design fisr_stream_acc_v1_0_S00_AXIS

set clk_period 1.1
set clk_io_pct 0.2

create_clock -name clk0 -period $clk_period [get_ports {S_AXIS_ACLK}]

set non_clock_inputs [all_inputs -no_clocks]
set_input_delay [expr $clk_period * $clk_io_pct] -clock clk0 $non_clock_inputs
set_output_delay [expr $clk_period * $clk_io_pct] -clock clk0 [all_outputs]
==> summary.txt <==
On the backend side, the flow ran end to end.

The run finished, with violations left. The checks that failed: setup timing. For this run, asynchronously set or reset flops after synthesis account for 0%. The largest clock skew in the final design stands at 10.1 ps. The cell sitting at the root of the clock tree is a sky130_fd_sc_hd__clkbuf_4.

The cell-internal power stands at 0.368 mW. The number of buffer and inverter instances along the worst setup path stands at 1. Note, the detailed placer reported a final HPWL of 470 um. Per the detail_route report, DRC violations left total 0. The synthesized netlist handed to floorplanning was reported with a cell count of 27. The script logs the mean routed wire length per placed instance as 7.31 um.

The routed layout has 217 vias. Routing resource usage on met2 recorded by global route was under 10%. The timing-limited maximum frequency stands at 0.652 GHz. The fraction of power spent switching nets stands at 23.5%. The setup path with the least slack is of type reg -> out. STA classifies the critical path endpoint as a primary output.

The detailed placer reported the number of placed instances as 80. In the synthesis report, Yosys lists the chip area as 250 um^2. The OpenROAD report gives the critical path a required time of 880 ps.

The post-synthesis cell area stands at 250 um^2. Setup repair after global routing could not meet its margin everywhere. The tool flagged a number of max-cap violations equal to 0.

The first global-routing pass estimated 1.06 mm of wire. The clock insertion delay at the later pin of the skew report stands at 250 ps. For this run, the number of standard cells in the final layout without fillers is roughly 85. In this run the count of I/O pins placed on the die edge is 41. Counting the warning lines in the Yosys log gives 1. The number of cell instances after yosys synthesis stands at 27.

The die is 80 um tall. The portion of total power attributed to sequential cells stands at 41.3%. The first TritonRoute pass finished after 4 iterations. The timing report gives the biggest stage delay along the critical path as 330 ps. The slack of the critical path stands at -434 ps.

For reference, the critical path cell chain is ha_4 -> ha_4 -> nand4b_1 -> and2_1 -> buf_2. By instance count, the cell type seen most on the critical path is sky130_fd_sc_hd__ha_4. The clock net sink count stands at 5. Sorting the synthesized cells by area gives the leading types as sky130_fd_sc_hd__dfxtp_1, sky130_fd_sc_hd__mux2i_1, sky130_fd_sc_hd__ha_1, sky130_fd_sc_hd__nand2_1, sky130_fd_sc_hd__nand4b_1.

The number of buffers on the longest clock path stands at 2. Compared with the post-synthesis result, the final layout area differs by 75.5%. Fill cells in the final layout number roughly 400.

The total CTS buffers stands at 3. The final hold violation count stands at 0. The share of the yosys chip area belonging to registers stands at 40.0%. Counting I/O delays and the setup requirement, the final critical path takes 1530 ps. The cell depth of the worst hold path stands at 2. STA shows the worst min-delay path finishing at writes_done. The switching power of the nets stands at around 0.11 mW.

The count of H-tree levels built during CTS stands at 1. The clock-pin slew reported for the worst setup and hold paths after clock tree synthesis stands at roughly 50 ps. For this block, the initial DRC count from the detailed router was 12. The slew of the pin with the lowest slew margin stands at 309 ps.

The die outline area stands at 6400 um^2. The final critical-path share of the clock period stands at 139%. The floorplan step defined a core boundary enclosing 3420 um^2.

The critical path's slowest stage uses the library cell sky130_fd_sc_hd__dfxtp_2. The worst register-to-register path begins at write_pointer[0]. The via count of the first global-routing pass stands at roughly 240. After its last routability iteration, the placer logged a weighted congestion of 0.776.

The final layout contains routed wiring with a total length of 621 um. Per the placement log, port buffering inserted 4 buffers. Broken down by cell family, the worst path's largest delay share belongs to flip-flops.

The final antenna diode tally reported by the flow is 0. The routed design shows a via density per instance of 2.55. Dividing total power by cell area gives a power density of 1090 nW/um^2. The count of nets left with antenna violations once routing finished came out at 0. TritonCTS built the clock tree. The share of power burned in the clock network stands at 45.6%. The final timing report counts setup violations totalling 5. After global routing, the most crowded layer is met3. The OpenROAD warning count stands at 64. The worst setup path is launched from a flip-flop. The synthesis run shows the most used standard cells to be sky130_fd_sc_hd__nand2_1, sky130_fd_sc_hd__dfxtp_1, sky130_fd_sc_hd__mux2i_1. Among all flip-flop cells after synthesis, the most frequent one is sky130_fd_sc_hd__dfxtp_1. Looking at the critical path, the highest net fanout was 2. The maximum vdd drop stands at 187 uV. The number of antenna violations at the first check in global routing stands at 0.

For flop-to-flop paths, the worst setup slack is -260 ps. In this run, distinct cell masters in the synthesized netlist total 12. Cells fill 12.9% of the core in the end. Entering global routing, the biggest net connects 10 pins. The tightest slew margin relative to the limit stands at roughly four fifths. Summed over all instances, the cell type with the most area after synthesis is sky130_fd_sc_hd__dfxtp_1. The worst hold path belongs to the class reg -> reg. The core utilization before placement stands at about 7.3%. The global router's overall resource usage stands at 2.20%. The final timing report lists a max-slew violation count of 0. The number of cells traversed by the worst register-to-register path stands at 6.

The met3 track utilization from global routing stands at 2.61%. Cells with a size suffix above 1 make up 43.6% of the layout. In the final timing run, aggregate negative setup slack is -1310 ps. A synthesized cell averages around 9.3 um^2. The met1 demand-to-capacity share in global routing stands at 2.60%. In this run the most critical hold path is launched from writes_done. The synthesized design devotes to its leading area cell type between 40% and 50% of total area. The flop and latch count out of synthesis stands at 5. The count of library flops with an enable pin stands at 0.

For this run the top cell type by instance count after synthesis was sky130_fd_sc_hd__nand2_1. After floorplanning, the core was divided into 21 placement rows. The overflow left after global routing stands at 0.

According to the timing report, the arrival time at the worst endpoint equals 1310 ps. For the worst reg-to-reg path, the endpoint reported by OpenROAD is write_pointer[1]. The proportion of power drawn by combinational gates stands at 13.0%. The floorplan step set the die width to about 80 um. The leakage power of the design stands at 0.159 nW. In this run the worst setup path begins at write_pointer[0].
## tightest hold or removal path: stages (launching register included)
cell and delay [ps]:
sky130_fd_sc_hd__dfxtp_1 310, sky130_fd_sc_hd__nand2_1 70, sky130_fd_sc_hd__o21ai_2 60
## final cells by class
cell class,instances,area [um^2],area share [%]
flip-flops and latches,5,103,23.4
well taps,46,57.6,13.1
inverters,1,3.75,0.855
repair buffers,10,80.1,18.2
clock buffers,4,26.3,5.98
multi-input cells,19,169,38.5
## stage by stage
stage / cell area, um^2 / hold WS [ps] / setup slack, ps / power (mW)
2_1_floorplan: 278 / 373 / -218 / 0.231
3_3_place_gp: 398 / 442 / -489 / 0.259
3_5_place_dp: 398 / 452 / -499 / 0.261
4_1_cts: 432 / 470 / -462 / 0.483
5_1_grt: 439 / 526 / -504 / 0.516
6_report: 439 / 484 / -434 / 0.481
## logic make-up after synthesis
| group | share of synthesized area, % |
|---|---|
| AND-OR/OR-AND | 7.00 |
| adder cells (fa/ha/maj) | 10.0 |
| buffers and inverters | 7.50 |
| AND/OR/NAND/NOR | 23.5 |
| flip-flops | 40.0 |
| multiplexers | 12.0 |
## worst max-delay path by stage
stage                            to  slack (ps)  cells past startpoint
final                 S_AXIS_TREADY        -430                      5
after global routing  S_AXIS_TREADY        -500                      5
after CTS             S_AXIS_TREADY        -460                      5
## layer usage
layer | routed length [um] | up-vias | part of all wire [%]
met2 | 205 | 7 | 33
li1 | - | 116 | -
met5 | 0 | - | 0
met1 | 308 | 94 | 50
met3 | 107 | 0 | 17
met4 | 0 | 0 | 0
## state kept, by name, summed over array words and instances, names as in the netlist
name	flops
write_pointer	3
mst_exec_state	1
writes_done	1
## layout by cell type, fill, tap and decap left out
cell                              Yosys  routed
sky130_fd_sc_hd__clkbuf_4             0       3
sky130_fd_sc_hd__and3_4               0       1
sky130_fd_sc_hd__dfxtp_2              0       2
sky130_fd_sc_hd__clkdlybuf4s50_1      0       3
sky130_fd_sc_hd__mux2i_1              3       3
sky130_fd_sc_hd__nand2_1              6       6
sky130_fd_sc_hd__clkbuf_1             1       1
sky130_fd_sc_hd__inv_1                1       1
sky130_fd_sc_hd__ha_4                 0       2
sky130_fd_sc_hd__buf_4                0       6
sky130_fd_sc_hd__o211ai_1             1       1
sky130_fd_sc_hd__and2_1               2       2
sky130_fd_sc_hd__nand4b_1             2       2
sky130_fd_sc_hd__o21ai_2              0       2
sky130_fd_sc_hd__buf_2                0       1
sky130_fd_sc_hd__dfxtp_1              5       3
## power by group through the flow
stage	clock network, mW	registers (mW)	logic, mW
6_report	0.220	0.199	0.0627
5_1_grt	0.247	0.200	0.0698
4_1_cts	0.225	0.199	0.0597
## timing repair
item / 4_1_cts / 5_1_grt
gates resized: 5 / 2
pin swaps: 5 / 2
hold buffers: 0 / 0
setup endpoints to repair: 5 / 5
buffers inserted: 5 / 0
Power is estimated from default activity; no workload was simulated.
